==> ./design.v <==
module fa(a,b,cin,s,cout);
	input a,b,cin;
	output s,cout;
	assign s=a^b^cin;
	assign cout=a&b|b&cin|cin&a;
endmodule
module fa16(a,b,cin,s,cout);
	input [15:0]a,b;
	input cin;
	output [15:0]s;
	output cout;
	wire w1,w2,w3;
	fa4 f1(a[3:0],b[3:0],cin,s[3:0],w1);
	fa4 f2(a[7:4],b[7:4],w1,s[7:4],w2);
	fa4 f3(a[11:8],b[11:8],w2,s[11:8],w3);
	fa4 f4(a[15:12],b[15:12],w3,s[15:12],cout);
endmodule
module fa32(a,b,cin,s,cout);
	input [31:0]a,b;
	input cin;
	output [31:0]s;
	output cout;
	wire w1;
	fa16 f1(a[15:0],b[15:0],cin,s[15:0],w1);
	fa16 f2(a[31:16],b[31:16],w1,s[31:16],cout);
endmodule
	module fa4(a,b,cin,s,cout);
	input [3:0]a,b;
	input cin;
	output [3:0]s;
	output cout;
	wire w1,w2,w3;
	fa f1(a[0],b[0],cin,s[0],w1);
	fa f2(a[1],b[1],w1,s[1],w2);
	fa f3(a[2],b[2],w2,s[2],w3);
	fa f4(a[3],b[3],w3,s[3],cout);
endmodule
==> ./run.sh <==
#!/bin/bash
# OpenROAD 26Q1-2900-gdf79404cd8, Yosys 0.63+post, stock flow scripts
make -C /OpenROAD-flow-scripts/flow DESIGN_CONFIG=/design/flow/config.mk WORK_HOME=/design/flow/orfs finish
==> ./config.mk <==
export PLATFORM = sky130hd
export DESIGN_NAME = fa32
export DESIGN_NICKNAME = fa32
export VERILOG_FILES = /design/flow/design.v
export SDC_FILE = /design/flow/constraint.sdc
export NUM_CORES = 4
export LEC_CHECK = 1
export CORE_AREA = 10 10 91 91
export DIE_AREA = 0 0 101 101
==> ./constraint.sdc <==
current_design fa32

set clk_period 9.6
set clk_io_pct 0.2

create_clock -name clk0 -period $clk_period

set non_clock_inputs [all_inputs -no_clocks]
set_input_delay [expr $clk_period * $clk_io_pct] -clock clk0 $non_clock_inputs
set_output_delay [expr $clk_period * $clk_io_pct] -clock clk0 [all_outputs]
==> impl_metrics.json <==
{
  "status": "complete, but fails checks",
  "violations": "negative setup slack",
  "hold_depth": 5,
  "hp-class": "primary input to output port",
  "postCtsHoldBufs": 0,
  "grt_pass1_wl_um": 4236,
  "hpwl_um": 2601,
  "min_from": "b[0]",
  "critPathMaxFanout": 1,
  "clkPwrFrac_pct": 0,
  "yosys_cells": 74,
  "fin_util_pct": 27.86,
  "drive_gt1_share_pct": 40.00,
  "top_cells_by_area": "fa_1 70%, buf_4 26%, inv_1 4.1%",
  "hold_slack_ns": 4.575,
  "pwr-share-comb_pct": 100.0,
  "synth_top_area_share_pct": 69.75,
  "power.leakage_nw": 0.6549,
  "clkbuf_count": 0,
  "hold_viol": 0,
  "ys_warn_count": 0,
  "yosys.stat.seqShare_pct": 0,
  "critPathLaunchType": "primary input",
  "finalInstanceArea_um2": 1769,
  "fin_crit_ns": 15.21,
  "grt.overflow.total": 0,
  "ff_count": 0,
  "syn_avg_cell_area_um2": 12.41,
  "postCtsSetupBuffers": 0,
  "tightestPinTransition_ns": 0.1068,
  "ys_types": 3,
  "finalSetupViolCount": 18,
  "rsz0062_at_grt": "yes",
  "crit_required_ns": 7.68,
  "yosys_area_um2": 918.4,
  "ir_drop_mv": 0.02272,
  "max_freq_mhz": 65.73,
  "seq_area_um2": 0,
  "wirelength_um": 2569,
  "drcViolationCount": 0,
  "pin_count": 98,
  "grt_max_degree": 2,
  "initialDrtViolationCount": 1,
  "drv_slew": 0,
  "firstDrtPassIters": 4,
  "syn_to_final_growth_pct": 92.64,
  "p_seq_share_pct": 0,
  "core_area_um2": 6350,
  "slowest_stage": "clkdlybuf4s50_1",
  "slew_headroom_pct": 92.86,
  "drv_cap": 0,
  "synth.top_cells.by_count": "32 x buf_4, 32 x fa_1, 10 x inv_1",
  "mappedNetlistArea_um2": 918.4,
  "fp_util_pct": 14.46,
  "crit_type": "primary input to output port",
  "antenna_cells": 0,
  "crit_path_frequent_cell": "fa_2",
  "crit_path_max_incr_delay_ns": 0.40,
  "placed_cell_area_um2": 1851,
  "grt_pass1_vias": 876,
  "p_int_w": 0.00007000,
  "arrival_ns": 13.29,
  "top_area_cell": "fa_1",
  "antenna_found_initial": 0,
  "grtUsageTotal_pct": 5.018,
  "drtAntennaViolNets": 0,
  "end_kind": "output port",
  "powerDensity_nw_per_um2": 55.52,
  "switching_power_w": 0.00002822,
  "holdPathEnd": "s[0]",
  "sw_frac_of_total_pct": 28.73,
  "routed-via-count": 708,
  "warning_count": 35,
  "design.die.area_um2": 10200,
  "die_w_um": 101,
  "drt-wirelength-per-cell_um": 11.84,
  "via_per_inst": 3.263,
  "setup_tns_ns": -53.42,
  "rows": 29,
  "synth_cells": 74,
  "finalWeightedCongestion": 0.6842,
  "setup_slack_ns": -5.614,
  "crit_family": "adder cells",
  "die_h_um": 101,
  "finalClockPeriodUsage_pct": 158.5,
  "io_buffer_count": 98,
  "cp_num_buf_inv": 6
}
-- layout by cell type (no fill, tap or decap), drive strengths merged --
cell	count
buf	20
clkdlybuf4s50	75
dlygate4sd2	3
fa	32
inv	10
-- routing by layer --
layer  global-route usage (%)  share of wire (%)
met1                    6.523                 39
met2                    6.192                 34
met3                    4.920                 27
met4                        0                  0
met5                        0                  0
-- power by group through the flow --
stage	clock, W	combinational (W)	sequential [W]
finish	0	0.0000982	0
global route	0	0.000116	0
CTS	0	0.000101	0
-- area by class of cell --
class	instances	area [µm²]
well taps	77	96.34
fillers	660	4581
repair buffers	98	899.6
multi-input cells	32	718.2
inverters	10	55.05
-- stage by stage --
| step | std cells | power, W | worst slack (ns) |
|---|---|---|---|
| 6_report | 217 | 0.00009822 | -5.614 |
| 3_5_place_dp | 217 | 0.0001178 | -6.501 |
| 4_1_cts | 217 | 0.0001013 | -5.700 |
| 5_1_grt | 217 | 0.0001159 | -5.957 |
| 3_3_place_gp | 217 | 0.0001163 | -6.498 |
| 2_1_floorplan | 74 | 0.00005897 | -5.259 |
-- tightest hold or removal path, cell delays in order --
cell	delay [ns]
buf_6	0.10
inv_6	0.04
fa_2	0.18
inv_1	0.03
clkdlybuf4s50_1	0.39
-- worst max-delay path by stage --
stage	depth (start not counted)	startpoint	slack, ns	endpoint
4_1_cts	38	a[0]	-5.70	cout
5_1_grt	38	a[0]	-5.96	cout
6_report	38	a[0]	-5.61	cout
-- cell families after synthesis --
logic type	count (synthesis)	share of synthesized area (%)
buf+inv	42	30.25
fa+ha+maj	32	69.75
-- timing repair --
item / 4_1_cts / 5_1_grt
pin swaps: 0 / 1
resized: 71 / 1
endpoints found under the setup margin: 20 / 19
Power and IR drop assume default switching activity.
