**flow/design.v**
```verilog
module cla32(a,b,cin,s,cout);
	input [31:0]a,b;
	input cin;
	output [31:0]s;
	output cout;
	wire w1,w2,w3;
	cla8 fc(a[7:0],b[7:0],cin,s[7:0],w1);
	cla8 f2(a[15:8],b[15:8],w1,s[15:8],w2);
	cla8 f3(a[23:16],b[23:16],w2,s[23:16],w3);
	cla8 f4(a[31:24],b[31:24],w3,s[31:24],cout);
endmodule
module cla8(a,b,cin,s,cout);
	input [7:0]a,b;
	input cin;
	output [7:0]s;
	output cout;
	wire [7:0]p,g,car;
	assign p=a^b;
	assign g=a&b;
	assign car[0]=cin;
	assign car[1]=g[0] | p[0]&cin;
	assign car[2]=g[1] | p[1]&g[0] | p[1]&p[0]&cin;
	assign car[3]=g[2] | p[2]&g[1] | p[2]&p[1]&g[0] | p[2]&p[1]&p[0]&cin;
	assign car[4]=g[3] | p[3]&g[2] | p[3]&p[2]&g[1] | p[3]&p[2]&p[1]&g[0] | p[3]&p[2]&p[1]&p[0]&cin;
	assign car[5]=g[4] | p[4]&g[3] | p[4]&p[3]&g[2] | p[4]&p[3]&p[2]&g[1] | p[4]&p[3]&p[2]&p[1]&g[0] | p[4]&p[3]&p[2]&p[1]&p[0]&cin;
	assign car[6]=g[5] | p[5]&g[4] | p[5]&p[4]&g[3] | p[5]&p[4]&p[3]&g[2] | p[5]&p[4]&p[3]&p[2]&g[1] | p[5]&p[4]&p[3]&p[2]&p[1]&g[0] | p[5]&p[4]&p[3]&p[2]&p[1]&p[0]&cin;
	assign car[7]=g[6] | p[6]&g[5] | p[6]&p[5]&g[4] | p[6]&p[5]&p[4]&g[3] | p[6]&p[5]&p[4]&p[3]&g[2] | p[6]&p[5]&p[4]&p[3]&p[2]&g[1] | p[6]&p[5]&p[4]&p[3]&p[2]&p[1]&g[0] | p[6]&p[5]&p[4]&p[3]&p[2]&p[1]&p[0]&cin;
	assign cout=g[7] | p[7]&g[6] | p[7]&p[6]&g[5] | p[7]&p[6]&p[5]&g[4] | p[7]&p[6]&p[5]&p[4]&g[3] | p[7]&p[6]&p[5]&p[4]&p[3]&g[2] | p[7]&p[6]&p[5]&p[4]&p[3]&p[2]&g[1] | p[7]&p[6]&p[5]&p[4]&p[3]&p[2]&p[1]&g[0] | p[7]&p[6]&p[5]&p[4]&p[3]&p[2]&p[1]&p[0]&cin;
	assign s=p^car;
endmodule
```
**flow/run.sh**
```bash
#!/bin/bash
# OpenROAD 26Q1-2900-gdf79404cd8, Yosys 0.63+post, stock flow scripts
make -C /OpenROAD-flow-scripts/flow DESIGN_CONFIG=/design/flow/config.mk WORK_HOME=/design/flow/orfs finish
```
**flow/config.mk**
```make
export PLATFORM = sky130hd
export DESIGN_NAME = cla32
export DESIGN_NICKNAME = cla32
export VERILOG_FILES = /design/flow/design.v
export SDC_FILE = /design/flow/constraint.sdc
export NUM_CORES = 4
export LEC_CHECK = 1
export CORE_UTILIZATION = 30
```
**flow/constraint.sdc**
```tcl
current_design cla32

set clk_period 6.4
set clk_io_pct 0.2

create_clock -name clk0 -period $clk_period

set non_clock_inputs [all_inputs -no_clocks]
set_input_delay [expr $clk_period * $clk_io_pct] -clock clk0 $non_clock_inputs
set_output_delay [expr $clk_period * $clk_io_pct] -clock clk0 [all_outputs]
```
==> run summary <==
Implementation results. Worst slew slack as a fraction of its limit landed at a little under 70%. Number of global-route vias before repair landed at around 1700. For reference, the critical path cell chain is clkdlybuf4s50_1, ha_1, and3_1, a22o_1, nand4_1, a21bo_2, a21oi_1, inv_1, fa_1, xnor2_1, clkdlybuf4s50_1. Setup repair after global routing left no endpoint under its margin. In this run the core area contains 25 standard-cell rows.

Number of library cell types mapped by synthesis landed at 42. Final tally of setup violations landed at 0. Number of synthesis warnings landed at 0.

The run reported a max-capacitance violation count of 0. Die height landed at around 73 um. Worst-case setup slack after placement landed at 0.869 ns. Violation count after the first detailed-routing iteration landed at between 50 and 60. By startpoint and endpoint, the worst setup path is classified as primary input to primary output. Before placement the cells fill 31.7% of the core. In the post-route analysis, the smallest setup slack over all paths is between 0.8 and 0.9 ns. Mapped cell area landed at roughly 1500 um^2.

After synthesis, flip-flops and latches occupy 0% of the total area. Chip area landed at roughly 5400 um^2. Summed over all instances, the cell type with the most area after synthesis is ha_1. Highest cell delay on the worst timing path landed at 0.47 ns.

Total antenna diodes in the routed design landed at 0. By count the netlist is led by ha_1, inv_1, a21oi_1. Ratio of total power to cell area landed at just over 100 nW/um^2. Fraction of synthesized cell area taken by the top area cell type landed at between 20% and 30%. In the routed design, unresolved DRC markers number 0.

Total negative slack landed at 0 ns. Final tally of hold violations landed at 0. By area the synthesized netlist is led by ha_1, xnor2_1, a21o_1. STA classifies the critical path startpoint as a primary input.

Wire length per cell landed at about 11 um. The worst setup path is captured at a primary output. The post-CTS hold buffer count recorded in the log is 0. Maximum clock frequency landed at roughly 180 MHz. From left edge to right edge, the die measures roughly 73 um. Length of routed wiring on met1 landed at between 2 and 2.5 mm. Number of gates resized after cts landed at 0. The number of setup buffers added after CTS is 0. Post-layout period usage of the worst path landed at a little under nine tenths.

STA lists the startpoint of the worst hold path as cin. Summed over all layers, the global routing overflow is 0. For the worst setup path, the data arrival time is 4.23 ns. Per the gpl log, the routability congestion estimate is between 0.7 and 0.8. Summing over the stages, the warning tally comes to 32. Looking at the max-slew report, the worst-margin pin has a slew of 0.457 ns. Total met2 wirelength after detailed routing landed at approximately 1.8 mm. Count of flip-flops and latches landed at 0. The sequential cells in the finished layout cover a total of 0 um^2.

Estimated wirelength of the detail-placed design landed at 3.65 mm. Number of vias after detailed routing landed at ~1800. According to the floorplan report, the placeable core area is roughly 4800 um^2.

Total global-route track usage over all layers is approximately 15%. The layout summary lists the proportion of cells stronger than drive strength 1 as less than 1%. Number of max-slew violations in the final report landed at 0. The final layout contains routed wiring with a total length of a little over 4 mm. The detail route stage leaves a number of antenna-violating nets equal to 0. Per the STA report, the cell with the highest stage delay on the worst path is clkdlybuf4s50_1. Counting I/O delays and the setup requirement, the final critical path takes approximately 5.5 ns. The flow ran to the end, and the final reports show no timing, DRC or antenna violations. Area figure in the yosys stat output landed at between 1500 and 2000 um^2. The first global-routing pass estimated ~6.8 mm of wire.

The critical path maximum fanout is 5. The timing report shows the most common cell along the critical path to be clkdlybuf4s50_1. Initial antenna violation count landed at 0. Maximum number of pins on one net before global-route repair landed at 10.

Average footprint of a synthesized cell landed at approximately 7.4 um^2. The most common cell in the synthesized netlist is ha_1. Required time of the critical path landed at approximately 5.1 ns. Number of input and output port buffers inserted landed at ~100. Looking at the hold checks, the worst path lands on s[0]. For this run, the detailed router's first-pass iteration total came to 4.

The script logs the ratio of routed vias to standard cells as around 5. I/O pin count landed at around 98. After technology mapping, the gate count stands at ~210. Leakage dissipation landed at 1.17 nW. Number of instances on the worst hold path landed at 5. Looking at the VDD voltage map, the peak drop is 0.0376 mV.

Per the run report, area growth between synthesis and finish was 69.8%. For this design, Yosys synthesis ends with a cell count of between 200 and 250. Length of routed met3 wiring landed at around 270 um.

According to the hold report, the worst path is of the primary input to primary output type. Layout clock buffer count landed at 0. Signal nets in the final route climb as high as met4. Counting the fill cells in the layout gives slightly below 500.
==> power breakdown <==
part           leakage [nW]  switching [W]  internal, W
clock                     0              0            0
sequential                0              0            0
combinational          1.17      0.0000947     0.000173
==> layout make-up <==
type / count / area, um^2 / area share [%]
inverters: 22 / 82.6 / 3.19
multi-input cells: 185 / 1440 / 55.7
well taps: 67 / 83.8 / 3.24
repair buffers: 98 / 981 / 37.9
==> layout by cell type, fill, tap and decap left out, types with 4 or more instances in the layout <==
master	instances
ha_1	32
and2_1	5
a21o_1	14
a21oi_1	19
fa_1	4
o21ai_0	6
nand3_1	7
nor3_1	9
nor2_1	14
nand2_1	8
xnor2_1	17
clkdlybuf4s50_1	98
a31oi_1	5
inv_1	22
and3_1	5
==> critical path: cells and delay by family <==
family                     cells  cell delay, ns
buffers and inverters          3            0.97
AOI/OAI and AO/OA              3            0.78
and+or+nand+nor                2            0.33
adders and majority gates      2            0.72
xor gates and xnor gates       1            0.14
==> per-layer routing <==
metal / up-vias / global-route usage [%]
li1: 979 / -
met1: 802 / 23.2
met2: 51 / 24.9
met3: 2 / 1.53
met4: 0 / 0.641
met5: - / 0
==> how the worst max path moves through the flow <==
| stage | end | startpoint | cells past startpoint | slack (ns) |
|---|---|---|---|---|
| after CTS | s[25] | a[2] | 11 | 0.87 |
| after global routing | s[25] | b[2] | 11 | 0.67 |
| final | s[25] | a[2] | 11 | 0.89 |
==> through the flow <==
stage          util [%]  power [W]  area (um^2)  hold slack [ns]  instances
5_1_grt            53.8   0.000300         2590             3.69        372
4_1_cts            53.8   0.000271         2590             3.64        372
6_report           53.8   0.000268         2590             3.62        372
3_5_place_dp       53.8   0.000269         2590             3.64        372
3_3_place_gp       53.8   0.000271         2590             3.63        372
2_1_floorplan         -   0.000121         1530             2.74        207
==> logic make-up after synthesis <==
family	Yosys count	share of synthesized area (%)
AOI/OAI and AO/OA	70	31.6
xor gates and xnor gates	20	11.5
adders and majority gates	36	31.5
buffers and inverters	22	5.41
and+or+nand+nor	59	20.0
Power figures rest on the tool's default switching activity, not on a simulated workload.
