`flow/run.sh`:
```
#!/bin/bash
# OpenROAD 26Q1-2900-gdf79404cd8, Yosys 0.63+post, stock flow scripts
make -C /OpenROAD-flow-scripts/flow DESIGN_CONFIG=/design/flow/config.mk WORK_HOME=/design/flow/orfs finish
```
`flow/config.mk`:
```
export PLATFORM = sky130hd
export DESIGN_NAME = pgen
export DESIGN_NICKNAME = pgen
export VERILOG_FILES = /design/flow/design.v
export SDC_FILE = /design/flow/constraint.sdc
export NUM_CORES = 4
export LEC_CHECK = 1
export CORE_AREA = 10 10 70 70
export DIE_AREA = 0 0 80 80
```
`flow/constraint.sdc`:
```
current_design pgen

set clk_period 1.0
set clk_io_pct 0.2

create_clock -name clk0 -period $clk_period

set non_clock_inputs [all_inputs -no_clocks]
set_input_delay [expr $clk_period * $clk_io_pct] -clock clk0 $non_clock_inputs
set_output_delay [expr $clk_period * $clk_io_pct] -clock clk0 [all_outputs]
```
`flow/design.v`:
```
module pgen(a,b,c);
    input [31:0]a;
    input b;
    output [31:0]c;
    assign c[0]=a[0]&b;
    assign c[1]=a[1]&b;
    assign c[2]=a[2]&b;
    assign c[3]=a[3]&b;
    assign c[4]=a[4]&b;
    assign c[5]=a[5]&b;
    assign c[6]=a[6]&b;
    assign c[7]=a[7]&b;
    assign c[8]=a[8]&b;
    assign c[9]=a[9]&b;
    assign c[10]=a[10]&b;
    assign c[11]=a[11]&b;
    assign c[12]=a[12]&b;
    assign c[13]=a[13]&b;
    assign c[14]=a[14]&b;
    assign c[15]=a[15]&b;
    assign c[16]=a[16]&b;
    assign c[17]=a[17]&b;
    assign c[18]=a[18]&b;
    assign c[19]=a[19]&b;
    assign c[20]=a[20]&b;
    assign c[21]=a[21]&b;
    assign c[22]=a[22]&b;
    assign c[23]=a[23]&b;
    assign c[24]=a[24]&b;
    assign c[25]=a[25]&b;
    assign c[26]=a[26]&b;
    assign c[27]=a[27]&b;
    assign c[28]=a[28]&b;
    assign c[29]=a[29]&b;
    assign c[30]=a[30]&b;
    assign c[31]=a[31]&b;
endmodule
```
==> results.ini <==
[cells_and_area]
finalCoreUtilization_pct = 26.4
nClkBuffers = 0
nFillCells = 391
drive_gt1_share_pct = 65.0
flops = 0
area_growth_pct = 253
final_cells = 146
ff_latch_area_sq_um = 0

[sta]
relSlewSlack_pct = 94.7
setup_viol = 0
fmax_ghz = 1.04
period_used_pct = 96.2
drv_slew = 0
tightest_slew_ps = 78.8
period_minus_slack_ps = 962
finalHoldViolCount = 0
rsz0062_at_grt = no

[route]
met3RoutedLength_um = 253
wl_met2_um = 842
avgViaCountPerCell = 3.20
ant_nets = 0
wire_per_inst_um = 12.7
drcViolationCount = 0
drt-met1-wl_um = 760
vias = 467
drt-total-wl_mm = 1.86
first_iter_violations = 3
first_pass_iters = 2
routed.top_layer = met3
insertedDiodeCount = 0

[job]
drv_cap = 0
tool_warnings = 33

[placement]
placed_cells = 144
dp_hpwl_mm = 1.48
gp_congestion = 0.767
port_buffers = 65

[synth]
syn_area_sq_um = 255
synth_simple_gate_area_share_pct = 94.1
synth_cell_types = 2
yosysCellCount = 35
ys_seq_share_pct = 0
yosysMostFrequentCell = and2_2
avgSynthCellArea_sq_um = 7.29
logic_family = simple AND/OR/NAND/NOR gates
ys_warn_count = 0
synthCells = 35
synthMuxAreaShare_pct = 0
ys_sh_adder_pct = 0
synth_top_cell_by_area = and2_2
xor_share_pct = 0
synth_chip_area_sq_um = 255
netlist.area_leader.share_pct = 94.1
ys_sh_aoi_pct = 0
synth.area.top_cells = and2_2 94%, clkbuf_2 5.9%
synth.cells.most_frequent = 32 x and2_2, 3 x clkbuf_2

[cts]
holdBufCountCts = 0

[floorplanning]
die_w_um = 80
io_pins = 65
core_sq_um = 3420
initCoreUtil_pct = 7.47
dieHeight_um = 80
die-area_sq_um = 6400
num_rows = 21

[global_routing]
grt_pass1_vias = 543
grt_pass1_wl_mm = 2.84
grt_overflow = 0
antenna_found_initial = 0
grt_max_degree = 17
grt_use_total_pct = 5.40

[setup_path]
endpoint_kind = output pin
critPathKind = input port to output pin
crit_fanout = 16
arrival_ps = 760
startpoint_type = input port
critPathRequiredTime_ps = 800

[power]
power-per-cell-area_nw_per_um2 = 333
irDropWorstVdd_mv = 0.137
power.leakage_nw = 0.510

[status]
status = completed

[hold_path]
hold_path_class = input port to output pin

## metrics by stage
step | hold WS [ps] | cell area (sq um) | TNS [ps] | total power [mW] | worst slack (ps)
2_1_floorplan | 491 | 255 | 0 | 0.0561 | 330
3_3_place_gp | 1370 | 968 | -21580 | 0.325 | -691
3_5_place_dp | 1370 | 968 | -22120 | 0.327 | -711
4_1_cts | 791 | 928 | -31.1 | 0.323 | -6.70
5_1_grt | 803 | 901 | 0 | 0.329 | 4.96
6_report | 785 | 901 | 0 | 0.300 | 37.5
## where the power goes
group	switching (mW)	total (mW)	internal, mW
Combinational	0.0695	0.300	0.230
Clock	0	0	0
Sequential	0	0	0
## cell families (layout without fill, tap and decap cells)
kind of cell           after synthesis  count (layout)
and+or+nand+nor                     32              32
buffers and inverters                3              68
## worst max-delay path: stages
cell,delay (ps)
buf_8,120
buf_12,140
and2_4,130
clkdlybuf4s15_1,170
## path summary, 6_finish.rpt
kind	start	to	slack (ps)	depth (start not counted)
worst min-delay path	a[1]	c[1]	790	3
worst max-delay path	b	c[27]	40	4
## final cells by class
cell class	count	area [sq um]	area share, %
Tap cell	46	57.6	6.39
Multi-Input combinational cell	32	280	31.1
Timing Repair Buffer	68	563	62.5
## layer usage
metal | global-route usage [%] | up-vias
met5 | 0 | -
met4 | 0 | 0
met3 | 2.50 | 0
met2 | 8.75 | 36
met1 | 6.79 | 197
li1 | - | 234
## cells in the final DEF, fill, tap and decap left out
master	Yosys	routed
buf_6	0	4
buf_8	0	1
buf_16	0	1
dlygate4sd2_1	0	32
and2_4	0	32
buf_2	0	25
clkdlybuf4s15_1	0	3
buf_12	0	2
## repair_timing
action / 4_1_cts / 5_1_grt
pin swaps: 4 / 0
resized: 171 / 0
cloned: 2 / 0
setup buffers: 1 / 0
setup endpoints to repair: 32 / 15
Power is estimated from default activity; no workload was simulated.
